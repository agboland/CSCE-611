`flow/config.mk`:
```
export PLATFORM = sky130hd
export DESIGN_NAME = top
export DESIGN_NICKNAME = top
export VERILOG_FILES = /design/flow/design.v
export SDC_FILE = /design/flow/constraint.sdc
export NUM_CORES = 4
export LEC_CHECK = 1
export CORE_UTILIZATION = 30
```
`flow/constraint.sdc`:
```
current_design top

set clk_period 5.6
set clk_io_pct 0.2

create_clock -name clk0 -period $clk_period [get_ports {CLOCK_50}]

set non_clock_inputs [all_inputs -no_clocks]
set_input_delay [expr $clk_period * $clk_io_pct] -clock clk0 $non_clock_inputs
set_output_delay [expr $clk_period * $clk_io_pct] -clock clk0 [all_outputs]
```
`flow/design.v`:
```
module hexdriver (input [3:0] val, output logic [6:0] HEX);
	always_comb
		case (val)
			4'b0000: HEX = 7'b100_0000;
			4'b0001: HEX = 7'b111_1001;
			4'b0010: HEX = 7'b010_0100;
			4'b0011: HEX = 7'b011_0000;
			4'b0100: HEX = 7'b001_1001;
			4'b0101: HEX = 7'b001_0010;
			4'b0110: HEX = 7'b000_0010;
			4'b0111: HEX = 7'b111_1000;
			4'b1000: HEX = 7'b000_0000;
			4'b1001: HEX = 7'b001_1000;
			4'b1010: HEX = 7'b000_1000;
			4'b1011: HEX = 7'b000_0000;
			4'b1100: HEX = 7'b100_0110;
			4'b1101: HEX = 7'b100_0000;
			4'b1110: HEX = 7'b000_0110;
			4'b1111: HEX = 7'b000_1110;
			default: HEX = 7'b111_1111;  
		endcase
endmodule
module top (
	input 		          		CLOCK_50,
	input 		          		CLOCK2_50,
	input 		          		CLOCK3_50,
	output		     [8:0]		LEDG,
	output		    [17:0]		LEDR,
	input 		     [3:0]		KEY,
	input 		    [17:0]		SW,
	output		     [6:0]		HEX0,
	output		     [6:0]		HEX1,
	output		     [6:0]		HEX2,
	output		     [6:0]		HEX3,
	output		     [6:0]		HEX4,
	output		     [6:0]		HEX5,
	output		     [6:0]		HEX6,
	output		     [6:0]		HEX7
);
	logic [23:0] clkdiv;
	logic ledclk;
	assign ledclk = clkdiv[23];
	logic [25:0] leds;
	assign LEDR = leds[25:8];
	assign LEDG = leds[7:0];
	logic [3:0] bits;
	logic ledstate;
	initial begin
		clkdiv = 26'h0;
		leds = 26'b1;
		ledstate = 1'b0;
		bits[3:2] = 2'b0;
	end
	always @(posedge CLOCK_50) begin
		clkdiv <= clkdiv + 1;
		bits[1:0] = SW[17:16];
	end
	always @(posedge ledclk) begin
		if ( (ledstate == 0) && (leds == 26'b10000000000000000000000000) ) begin
			ledstate <= 1;
			leds <= leds >> 1;
		end else if (ledstate == 0) begin
			ledstate <= 0;
			leds <= leds << 1;
		end else if ( (ledstate == 1) && (leds == 26'b1) ) begin
			ledstate <= 0;
			leds <= leds << 1;
		end else begin
			leds <= leds >> 1;
		end
	end
	hexdriver driver0(.val(SW[3:0]), 	.HEX(HEX0[6:0]));
	hexdriver driver1(.val(SW[7:4]), 	.HEX(HEX1[6:0]));
	hexdriver driver2(.val(SW[11:8]), 	.HEX(HEX2[6:0]));
	hexdriver driver3(.val(SW[15:12]),	.HEX(HEX3[6:0]));
	hexdriver driver4(.val(bits[3:0]), 		.HEX(HEX4[6:0]));
	hexdriver driver5(.val(0), 		.HEX(HEX5[6:0]));
	hexdriver driver6(.val(0),		.HEX(HEX6[6:0]));
	hexdriver driver7(.val(0),		.HEX(HEX7[6:0]));
endmodule
```
`flow/run.sh`:
```
#!/bin/bash
# OpenROAD 26Q1-2900-gdf79404cd8, Yosys 0.63+post, stock flow scripts
make -C /OpenROAD-flow-scripts/flow DESIGN_CONFIG=/design/flow/config.mk WORK_HOME=/design/flow/orfs finish
```
==> results.txt <==
Notes on the flow run.

- For this run, the final setup violation count is recorded as 0.
- The effective utilization at floorplan is 31.4%, for reference.
- Setup repair after global routing left no endpoint under its margin.
- The layout has ~900 filler cells.
- The OpenROAD warning count is 43, for reference.
- The insertion delay of the later-clocked pin in the worst-skew pair is roughly 270 ps, for reference.
- The STA report counts the stages on the worst setup path as 6.
- By area the synthesized netlist is led by sky130_fd_sc_hd__dfxtp_1 (38%), sky130_fd_sc_hd__mux2_2 (8.5%), sky130_fd_sc_hd__ha_1 (7.3%), sky130_fd_sc_hd__buf_4 (6.2%), sky130_fd_sc_hd__xnor2_1 (4.2%).
- The worst setup path category is input port to output port, for reference.
- Counting along the longest clock path gives a buffer depth of 2.
- The data arrival time of the critical path is around 2900 ps, for reference.
- The power report puts the net switching power at approximately 0.00011 W.
- The violation count after the first detailed-routing iteration is 39, for reference.
- The layout cell share with drive strength beyond 1 is a little under a tenth, for reference.
- The total count of hold-check failures in the final report is 0, for reference.
- For this run, the total global-route usage over all layers was measured as under 10%.
- The DRC violation count after routing is 0, for reference.
- In this run the vertical extent of the chip is around 100 um.
- The max-cap check violation count is 0, for reference.
- Net switching is between 20% and 30% of the power.
- The detail route stage leaves a number of antenna-violating nets equal to 0.
- Entering global routing, the biggest net connects 29 pins.
- The post-placement setup slack is ~1600 ps, for reference.
- The number of buffers inserted by post-CTS setup repair is 0, for reference.
- The headroom to the max-slew limit is around half, for reference.
- In this run, post-CTS hold repair placed 0 buffers.
- Per STA, the worst path is made up of clkdlybuf4s50_1 -> inv_1 -> ha_1 -> or2_2 -> a21oi_1 -> clkdlybuf4s50_1.
- For this design, the slowest cell found on the critical path is sky130_fd_sc_hd__clkdlybuf4s50_1.
- Looking at the VDD voltage map, the peak drop is roughly 140 uV.
- Post-CTS repair ended up resizing 0 cells.
- The timing report gives the worst reg2reg path a setup slack of slightly above 4000 ps.
- The total negative slack for setup checks is 0 ps, for reference.
- After technology mapping, the gate count stands at between 300 and 400.
- The pin closest to its max-slew limit shows a slew of about 780 ps.
- The path depth of the worst reg2reg path is 5, for reference.
- The count of warnings emitted by yosys is 5, for reference.
- The post-synth count of flops with an enable pin is 0.
- The clock slew seen by the registers of the worst setup and hold paths is around 60 ps, for reference.
- Per the synth stats, the proportion of register bits with asynchronous set or reset is 0%.
- Of all nets on the critical path, the largest fanout is 4.
- The largest stage delay on the critical path is around 540 ps, for reference.
- The final antenna diode tally reported by the flow is 0.
- The via count of the first global-routing pass was between 1.5k and 2k.
- The total die size is between 10000 and 15000 um^2, for reference.
- Counting pins that exceed their max-slew limit in the final report gives 0.
- The cell seen most often among critical-path stages is sky130_fd_sc_hd__clkdlybuf4s50_1, for reference.
- The first-pass GRT wire length is between 8000 and 9000 um, for reference.
- In the final run the clock tree shows a worst skew of ~4.7 ps.
- The total power per unit cell area is ~130 nW/um^2, for reference.
- The register share of total power is 42.9%, for reference.
- After legalization and detailed placement, the total HPWL measured around 3900 um.
- The share of synthesized area in the top cell type comes to 38.3%.
- The power consumption is between 0.0004 and 0.0005 W, for reference.
- The timer found 27 register pins that no clock reaches; their paths are not timed.
- The highest clock frequency the design can meet is roughly 0.25 GHz, for reference.
- The register area share after synthesis is 38.3%, for reference.
- The static leakage is approximately 1.6 nW, for reference.
- The post-layout minimum cycle time is approximately 4000 ps, for reference.
- Summing over every cut layer, the via total after detailed routing is around 2.2k.
- The cell sitting at the root of the clock tree is a sky130_fd_sc_hd__clkbuf_8.
- The detail-routed via count per cell is 4.32, for reference.
- The cell type that accounts for the most area after synthesis is sky130_fd_sc_hd__dfxtp_1.
- The combinational share of power is between 10% and 20%, for reference.
- The type of element launching the critical path is an input port, for reference.
- The number of antenna violations at the first check in global routing is 0, for reference.
- The most instantiated flip-flop cell in the synthesis netlist is sky130_fd_sc_hd__dfxtp_1, for reference.
- STA classifies the critical path endpoint as an output port.
- For this design, Yosys synthesis ends with a cell count of roughly 310.
- CTS built an H-tree with a depth of 2.
- The clock share of power is between 30% and 40%, for reference.
- The required time of the critical path is about 4500 ps, for reference.
- The number of placement rows is 35, for reference.
- The post-synthesis register bit count is 56, for reference.
- The routed wire length per instance is around 9.9 um, for reference.
- about 53 endpoints have no timing constraint.
- Dividing the synthesized area by the synthesized cell count gives ~9.3 um^2.
- The synthesis-to-finish area growth is 30.7%, for reference.
- The number of buffers added by the clock tree synthesis step is 5, for reference.
- The min-delay analysis places its worst path in the category flip-flop to flip-flop.
- The ratio of final minimum period to clock period is between 70% and 80%, for reference.
- The internal portion of the total power is ~0.00038 W.
- The number of cells on the worst hold path is listed as 1.
- The aggregate routed wire length is 5070 um, for reference.
- For this design the top-level I/O count stands at between 100 and 150.
- The synthesized netlist occupies a cell area of 2930 um^2.
- The final RePlAce weighted congestion is around 0.76, for reference.
- The post-route worst setup slack is 1610 ps, for reference.
- The core region is 9330 um^2.
- In this run the horizontal extent of the chip is ~100 um.
- The clock tree from TritonCTS is built, for reference.
- The total congestion overflow is 0, for reference.
- For this run, the chip area from Yosys synthesis comes to slightly below 3000 um^2.
- The total of buffers placed on input and output ports is 78, for reference.
- The number of buffer and inverter stages on the critical path is 3, for reference.
- The run finished with clean final reports.
- Grouping stages by cell kind, the critical path spends the most delay in buffers and inverters.
- For this run, the detailed router's first-pass iteration total came to 6.
- Yosys mapped the design onto 37 distinct sky130hd cell types.
## stage by stage
step / hold WS, ps / util (%) / instance area (um^2) / instances
after floorplan: 370 / - / 3000 / 335
after global placement: 379 / 39.9 / 3720 / 506
after detailed placement: 389 / 39.9 / 3720 / 506
after CTS: 401 / 41.0 / 3820 / 514
after global routing: 412 / 41.0 / 3820 / 514
final: 395 / 41.0 / 3820 / 514
## synthesized netlist by cell type (4+ instances only)
| cell type | n |
|---|---|
| sky130_fd_sc_hd__mux2_2 | 22 |
| sky130_fd_sc_hd__clkbuf_1 | 7 |
| sky130_fd_sc_hd__ha_1 | 17 |
| sky130_fd_sc_hd__xnor2_1 | 14 |
| sky130_fd_sc_hd__nor2_1 | 20 |
| sky130_fd_sc_hd__inv_1 | 16 |
| sky130_fd_sc_hd__nand4_1 | 7 |
| sky130_fd_sc_hd__a21oi_1 | 11 |
| sky130_fd_sc_hd__nand3_1 | 4 |
| sky130_fd_sc_hd__o21ai_0 | 13 |
| sky130_fd_sc_hd__mux2i_1 | 11 |
| sky130_fd_sc_hd__buf_4 | 24 |
| sky130_fd_sc_hd__nand2_1 | 26 |
| sky130_fd_sc_hd__nor2b_1 | 4 |
| sky130_fd_sc_hd__dfxtp_1 | 56 |
| sky130_fd_sc_hd__xor2_1 | 9 |
| sky130_fd_sc_hd__and3_1 | 7 |
| sky130_fd_sc_hd__nor4_1 | 6 |
## layout make-up
type                    count  area, um^2  area share [%]
clock buffers               7        96.3            2.52
clock inverters             1        5.00           0.131
multi-input cells         226        1590            41.6
inverters                  16        60.1            1.57
flip-flops and latches     56        1120            29.3
well taps                 129         161            4.22
repair buffers             79         788            20.6
## layout by cell type, fill, tap and decap left out, drive strengths merged, types with 4 or more instances in the layout
| cell | instances |
|---|---|
| nor2b | 4 |
| o21ai | 13 |
| dfxtp | 56 |
| clkdlybuf4s50 | 78 |
| xnor2 | 14 |
| nor2 | 20 |
| conb | 23 |
| clkbuf | 7 |
| inv | 16 |
| nand4 | 8 |
| mux2 | 22 |
| mux2i | 11 |
| xor2 | 9 |
| nor4 | 6 |
| ha | 17 |
| and3 | 7 |
| nand3 | 4 |
| a21oi | 11 |
| nand2 | 26 |
## power by group through the flow
stage	sequential [W]	clock (W)	combinational, W
4_1_cts	0.000209	0.000190	0.0000957
5_1_grt	0.000209	0.000203	0.000106
6_report	0.000209	0.000183	0.0000950
## state kept, by name (all words and copies together) (netlist names)
register	cells
clkdiv	24
HEX4	5
ledstate	1
leds	26
## metal layers
layer  GRT usage, %  wire length [um]  part of all wire [%]  vias up
met5              0                 0                     0        -
met4           1.00                36                  0.71        0
met3           1.27               239                   4.7        5
met2           15.3              2290                    45       48
met1           14.7              2500                    49     1005
li1               -                 -                     -     1165
## worst paths after layout
check,startpoint,end
hold / removal,clkdiv[0]$_DFF_P_,clkdiv[0]$_DFF_P_
setup / recovery,SW[8],HEX2[5]
setup reg to reg,clkdiv[0]$_DFF_P_,clkdiv[12]$_DFF_P_
hold reg to reg,clkdiv[0]$_DFF_P_,clkdiv[0]$_DFF_P_
## kinds of logic (layout without fill, tap and decap cells)
kind of cell,after synthesis,after routing,synth area share (%)
mux,33,33,12.2
simple gates,88,88,16.2
other cells,2,23,0.257
flops,56,56,38.3
buf+inv,53,103,10.0
compound gates,42,42,8.81
xor+xnor,23,23,6.89
fa+ha+maj,17,17,7.27
Power is estimated from default activity; no workload was simulated.
