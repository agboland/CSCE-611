**flow/config.mk**
```make
export PLATFORM = sky130hd
export DESIGN_NAME = regfile
export DESIGN_NICKNAME = regfile
export VERILOG_FILES = /design/flow/design.v
export SDC_FILE = /design/flow/constraint.sdc
export NUM_CORES = 4
export LEC_CHECK = 1
export CORE_UTILIZATION = 30
```
**flow/constraint.sdc**
```tcl
current_design regfile

set clk_period 7.8
set clk_io_pct 0.2

create_clock -name clk0 -period $clk_period [get_ports {clk}]

set non_clock_inputs [all_inputs -no_clocks]
set_input_delay [expr $clk_period * $clk_io_pct] -clock clk0 $non_clock_inputs
set_output_delay [expr $clk_period * $clk_io_pct] -clock clk0 [all_outputs]
```
**flow/run.sh**
```bash
#!/bin/bash
# OpenROAD 26Q1-2900-gdf79404cd8, Yosys 0.63+post, stock flow scripts
make -C /OpenROAD-flow-scripts/flow DESIGN_CONFIG=/design/flow/config.mk WORK_HOME=/design/flow/orfs finish
```
**flow/design.v**
```verilog
module regfile (
	input [0:0 ] clk,		 
	input [0:0 ] we,		 
	input [4:0 ] readaddr1,		 
	input [4:0 ] readaddr2,		 
	input [4:0 ] writeaddr,		 
	input [31:0] writedata,		 
	output [31:0] readdata1,	 
	output [31:0] readdata2		 
);
logic [31:0] mem[31:0];
always_ff @(posedge clk) begin
	if (we) mem[writeaddr] <= writedata;
end
always_comb begin
	if (readaddr1 == 5'd0) readdata1 = 32'd0;
	else if (we && readaddr1 == writeaddr) readdata1 = writedata;
	else readdata1 = mem[readaddr1];
	if (readaddr2 == 5'd0) readdata2 = 32'd0;
	else if (we && readaddr2 == writeaddr) readdata2 = writedata;
	else readdata2 = mem[readaddr2];
end
endmodule
```
==> load_flow_metrics.sql <==
-- generated from flow reports
INSERT INTO impl_metrics (metric_group, metric, value, unit) VALUES
('global_route', 'grt_start_max_net_pins', '84', ''),
('final_layout', 'drive_gt1_share', '28.1', '%'),
('final_layout', 'layout_filler_cell_count', '14500', ''),
('placement', 'globalplace.congestion', '0.870', ''),
('yosys', 'ys_async_rst_share', '0', '%'),
('clock_network', 'clock_tree.root_cell', 'clkbuf_16', ''),
('global_route', 'first_global_vias', '30600', ''),
('flow_run', 'max_cap_violations', '0', ''),
('power', 'switching_share', '17.5', '%'),
('yosys', 'dominantRegCellSynth', 'edfxtp_1', ''),
('setup_path', 'setup.worst_path.class', 'input port to output pin', ''),
('placement', 'half_perimeter_wire_length_of_the_detailed_placement_result', '88.0', 'mm'),
('final_layout', 'logic_area', '0.0162', 'mm^2'),
('clock_network', 'worst_setup_hold_path_clk_slew', '50', 'ps'),
('yosys', 'synth_flop_count', '1024', ''),
('yosys', 'synth.yosys.num_cells', '2543', ''),
('global_route', 'grt_overflow_total', '0', ''),
('yosys', 'ys_chip_area', '0.0477', 'mm^2'),
('routing', 'vias_per_cell', '5.73', ''),
('yosys', 'synth.lib_cells_used.distinct', '52', ''),
('floorplanning', 'chip_area', '0.161', 'mm^2'),
('setup_path', 'path_cells', 'clkdlybuf4s50_1, xor2_1, nor4_1, nand3_2, nor2_4, buf_4, o2bb2ai_1, clkdlybuf4s50_1', ''),
('final_timing', 'worst_slew_pin_slew', '919', 'ps'),
('power', 'vdd.ir_drop.worst', '0.157', 'mV'),
('outcome', 'status', 'finished clean', ''),
('power', 'power.internal', '9510', 'uW'),
('yosys', 'syn-mean-instance-area', '18.8', 'um^2'),
('final_timing', 'slew_viol_final', '0', ''),
('final_layout', 'postLayoutCellArea', '0.0553', 'mm^2'),
('power', 'powerDensity', '208', 'mW/mm^2'),
('power', 'cellLeakagePower', '0.0173', 'uW'),
('routing', 'drt-wirelength-per-cell', '31.9', 'um'),
('final_layout', 'seqCellArea', '0.0307', 'mm^2'),
('routing', 'wirelength', '154', 'mm'),
('floorplanning', 'die.size.y', '401', 'um'),
('final_timing', 'grt_setup_unrepaired', 'false', ''),
('flow_run', 'warning_count', '1229', ''),
('final_timing', 'timing.final.crit_period', '6330', 'ps'),
('final_layout', 'layout_top_registers', 'mem x1024', ''),
('clock_network', 'cts-buffers-inserted', '101', ''),
('placement', 'placed_area', '0.0519', 'mm^2'),
('placement', 'port_buffers', '112', ''),
('final_layout', 'area_growth_syn_to_layout', '16.0', '%'),
('routing', 'drt_first_pass_iters', '7', ''),
('setup_path', 'timing.critical_path.slowest_cell_delay', '590', 'ps'),
('clock_network', 'clock-sinks', '1024', ''),
('hold_path', 'hold_end', 'mem[8][21]', ''),
('yosys', 'ys_warn_count', '7', ''),
('final_layout', 'non_filler_cells_final', '4825', ''),
('clock_network', 'cts-root-to-sink-buffers', '3', ''),
('setup_path', 'worstPathRequired', '6240', 'ps'),
('setup_path', 'critPathCaptureType', 'output pin', ''),
('floorplanning', 'die_width', '401', 'um'),
('final_timing', 'number_of_hold_violations_in_the_final_report', '0', ''),
('clock_network', 'htreeDepth', '3', ''),
('setup_path', 'critPathLaunchType', 'input port', ''),
('floorplanning', 'core', '0.157', 'mm^2'),
('yosys', 'post_synthesis_cell_area', '0.0477', 'mm^2'),
('placement', 'dp_slack', '1530', 'ps'),
('setup_path', 'critPathMaxFanout', '10', ''),
('yosys', 'post_synthesis_sequential_area_ratio', '64.5', '%'),
('final_timing', 'final-setup-viol-count', '0', ''),
('global_route', 'grt_first_pass_wirelength', '219', 'mm'),
('power', 'clkPwrFrac', '36.7', '%'),
('setup_path', 'critical_path.slowest_cell', 'clkdlybuf4s50_1', ''),
('yosys', 'post_synth_inst_count', '2543', ''),
('routing', 'dr.first_iter.drc_count', '1840', ''),
('global_route', 'track_usage', '20.5', '%'),
('power', 'p_switching', '2020', 'uW'),
('setup_path', 'crit_path_frequent_cell', 'clkdlybuf4s50_1', ''),
('floorplanning', 'design.portCount', '113', '');
==> per-stage QoR <==
stage / total power (uW) / util, % / hold WS, ps
3_3_place_gp: 7410 / 33.0 / 2400
4_1_cts: 12400 / 35.2 / 1620
6_report: 11500 / 35.2 / 1860
5_1_grt: 12700 / 35.2 / 1670
2_1_floorplan: 6890 / - / 1660
3_5_place_dp: 7410 / 33.0 / 2400
==> metal layers <==
layer	global-route usage, %	wire, um	vias up
met5	0.922	264	-
met4	5.37	5080	31
met3	17.0	29100	321
met2	30.3	70800	2033
met1	22.4	48600	14000
li1	-	-	11300
==> worst max-delay path by stage <==
stage / startpoint / to / cells past startpoint
final: writeaddr[2] / readdata2[30] / 8
after CTS: writeaddr[3] / readdata2[30] / 8
after global routing: writeaddr[2] / readdata2[30] / 8
==> worst max-delay path: cells and delay by family <==
family | cells | cell delay [ps]
buffers and inverters | 3 | 1490
xor gates and xnor gates | 1 | 250
AOI/OAI and AO/OA | 1 | 260
and+or+nand+nor | 3 | 1190
==> layout by cell type (no fill, tap or decap), types with 9 or more instances in the layout <==
cell	Yosys	final
nand2_1	100	100
mux2_2	18	18
clkbuf_1	104	20
clkbuf_16	0	101
mux4_2	408	408
o22ai_1	11	11
clkdlybuf4s50_1	0	103
o221ai_1	65	65
edfxtp_1	1024	1024
a21oi_1	105	105
nor2_4	0	36
a22oi_1	139	139
a32o_1	32	32
buf_12	0	16
bufinv_16	0	15
o2bb2ai_1	16	16
nand2b_1	10	10
a211oi_1	16	16
clkinv_1	0	21
clkinv_2	0	18
o21ai_0	11	11
o211ai_1	9	9
buf_4	16	127
mux2i_1	215	215
==> power by group through the flow <==
stage,combinational (uW),clock (uW),sequential [uW]
CTS,1150,5110,6150
global route,1210,5310,6150
finish,1140,4230,6160
==> cell type report <==
cell class	count	share of cell area, %
clock buffers	121	4.70
inverters	2	0.0136
clock inverters	68	1.46
flip-flops and latches	1024	55.6
well taps	2058	4.65
repair buffers	252	4.29
multi-input cells	1298	29.3
diodes	2	0.00905
==> kinds of logic (layout without fill, tap and decap cells) <==
family	count (synthesis)	in the layout	synth area share, %
AOI/OAI and AO/OA	446	446	6.86
xor gates and xnor gates	10	10	0.184
buffers and inverters	221	443	2.25
DFF	1024	1024	64.5
muxes	643	643	24.3
other	0	2	0
and+or+nand+nor	199	199	1.95
==> Yosys cell counts (3+ instances only) <==
cell type / n / area, um^2
a2111oi_0: 6 / 52.6
buf_6: 13 / 146
nor2b_1: 6 / 37.5
buf_4: 16 / 120
mux4_2: 408 / 9190
o22ai_1: 11 / 68.8
o21ai_0: 11 / 55.1
mux2_2: 18 / 203
o2111ai_1: 6 / 52.6
o2bb2ai_1: 16 / 140
nand3_1: 5 / 25.0
o211ai_1: 9 / 67.6
and2_1: 3 / 18.8
a311oi_1: 4 / 35.0
nor4b_1: 3 / 26.3
a221oi_1: 8 / 70.1
or3b_2: 4 / 35.0
mux2i_1: 215 / 2150
nand2b_1: 10 / 62.6
a22oi_1: 139 / 1040
clkbuf_1: 104 / 390
xnor2_1: 6 / 52.6
o221ai_1: 65 / 569
a211oi_1: 16 / 120
a32o_1: 32 / 320
buf_1: 16 / 60.1
nand2_1: 100 / 375
a22o_1: 5 / 43.8
nand3b_1: 7 / 52.6
o21a_1: 7 / 52.6
nor2_1: 43 / 161
and3_1: 3 / 18.8
a21oi_1: 105 / 526
edfxtp_1: 1024 / 30700
nor3_1: 3 / 15.0
xor2_1: 4 / 35.0
buf_2: 70 / 350
Power and IR drop assume default switching activity.
