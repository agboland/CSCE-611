## design/flow/constraint.sdc

```tcl
current_design alu

set clk_period 31.2
set clk_io_pct 0.2

create_clock -name clk0 -period $clk_period

set non_clock_inputs [all_inputs -no_clocks]
set_input_delay [expr $clk_period * $clk_io_pct] -clock clk0 $non_clock_inputs
set_output_delay [expr $clk_period * $clk_io_pct] -clock clk0 [all_outputs]
```

## design/flow/run.sh

```bash
#!/bin/bash
# OpenROAD 26Q1-2900-gdf79404cd8, Yosys 0.63+post, stock flow scripts
make -C /OpenROAD-flow-scripts/flow DESIGN_CONFIG=/design/flow/config.mk WORK_HOME=/design/flow/orfs finish
```

## design/flow/design.v

```verilog
module alu(
	input logic  [31:0] A,
	input logic  [31:0] B,
	input logic  [ 3:0] op,
	output logic [31:0] R,
	output logic zero
);
logic [31:0] mulls, mullu, mulhu, mulhs;
logic [ 4:0] shamt;
logic [31:0] shifted;
assign zero = R==32'd0 ? 1'b1 : 1'b0;
assign {mulhu, mullu}  = A*B;
assign {mulhs, mulls}  = $signed(A)*$signed(B);
assign shamt = B[4:0];
always_comb begin
	shifted = A;
	if (shamt[0]) shifted = {{1{A[31]}},shifted[31:1]};
	if (shamt[1]) shifted = {{2{A[31]}},shifted[31:2]};
	if (shamt[2]) shifted = {{4{A[31]}},shifted[31:4]};
	if (shamt[3]) shifted = {{8{A[31]}},shifted[31:8]};
	if (shamt[4]) shifted = {{16{A[31]}},shifted[31:16]};
end
assign R =
	(op == 4'b0000) ? A & B :
	(op == 4'b0001) ? A | B :
	(op == 4'b0010) ? A ^ B :
	(op == 4'b0011) ? A + B :
	(op == 4'b0100) ? A - B :
	(op == 4'b0101) ? mulls :
	(op == 4'b0110) ? mulhs :
	(op == 4'b0111) ? mulhu :
	(op == 4'b1000) ? A << shamt :
	(op == 4'b1001) ? A >> shamt :
	(op == 4'b1010) ? shifted :
	(op == 4'b1011) ? shifted :
	(op == 4'b1100) ? ($signed(A) < $signed(B)) :
	(op == 4'b1101) ? (A < B) :
	(op == 4'b1110) ? (A < B) : (A < B);
endmodule
```

## design/flow/config.mk

```make
export PLATFORM = sky130hd
export DESIGN_NAME = alu
export DESIGN_NICKNAME = alu
export VERILOG_FILES = /design/flow/design.v
export SDC_FILE = /design/flow/constraint.sdc
export NUM_CORES = 4
export LEC_CHECK = 1
export CORE_UTILIZATION = 30
```

==> CHANGELOG.md <==
### Metrics

- Hold buffers post-CTS: 0
- Critical Path RT: about 25000 ps
- Top layer in use: met5
- Rel. slew slack: 0.1434
- Most frequent CP cell: fa_1
- Post-synth seq share: 0
- # Cells Yosys: ~7300
- CP Launch Point: A[20]
- Vias: around 54000
- Simple-Gate Area Share: 0.1354
- Filler cells: 21130
- Total core area: between 200000 and 250000 um2
- Core Util, Final: 0.3266
- Fin crit period: roughly 25000 ps
- CP max-delay cell: a2111oi_0
- Resized cells post-CTS: 0
- Worst path arrival time: about 19000 ps
- Share of post-route cells with drive strength above 1: 0.05397
- Worst-margin pin slew: between 1000 and 1500 ps
- Vias/cell: around 5.4
- Most frequent cells in the layout: 1651 x inv_1, 1473 x fa_1, 780 x nor2_1
- Wire length per cell: between 30 and 40 um
- Net Switching: roughly 0.028 W
- Largest net degree at the start of global routing: around 47
- Startpoint types: input port
- Reg area: 0 um2
- First-pass GRT wire length: roughly 440 mm
- Fin. max-slew vios: 0
- Crit end category: primary output
- Post-DRT Antenna Nets: 0
- Total global routing overflow: 0
- Crit Path Max Fanout: 23
- Syn Area/Cell: roughly 8.4 um2
- Post-Synth AOI/OAI Area: 0.1133
- Worst Hold Endpoint: R[11]
- Max frequency: 39.95 MHz
- Area fraction in xor and xnor cells: 0.01298
- Status: finished, final reports clean
- IR drop worst, VDD: roughly 880 uV
- Worst min-delay path category: input port to primary output
- GPL Wtd Cong: between 1 and 1.5
- Init Core Util: 0.3030
- Total internal power: around 0.013 W
- Die Y: ~450 um
- Vias in the first global route: around 58000
- Cell Pwr Density: 631.9 nW/um2
- WS Path Type: input port to primary output
- CP max stage delay: between 700 and 800 ps
- Std cell rows: between 150 and 200
- Die X-Extent: between 400 and 500 um
- MaxCap Viol Count: 0
- Number of setup violations in the final report: 0
- CP delay by family, top: adder cells
- Comb area leader: adder cells
- Total tool warning count: between 90 and 100
- DRC: 0
- Top cell excl fill/tap: inv_1
- Post-CTS Setup Repair Bufs: 0
- Number of clock buffers in the layout: 0
- Count of final hold-check violations: 0
- Worst hold path depth: 7
- Cell Area, Synth: 61420 um2
- Layout overhead on the synthesized area: 7.781%
- Post-Route WL: ~300 mm
- Routed length on met3: just under 40 mm
- Met2 Wirelength: approximately 130 mm
- Final period utilization: 0.8023
- GRT Total Usage: 0.3190
- DR pass1 iterations: 8
- Adder Area Share: 0.5785
- Top Ports: roughly 100
- Yosys chip area: 61420 um2
- CP bufs+invs: 9
- Placed wire-length estimate: 255.0 mm
- Seq Cell Count: 0
- Power Total: approximately 0.042 W
- Met1 Routed Length: ~110 mm
- Synth Warn #: 1
- Initial antenna violation count: 30
- Net Sw Frac: 0.6784
- Origin of the worst min-delay path: op[0]
- PortBufs: between 100 and 150
- Leakage: between 30 and 40 nW
- Hold slack: roughly 14000 ps
- Unrepaired setup endpoints after global routing: false
- Final TNS setup: 0 ps
- Mapped Cells: about 7300
- Full die area: between 200000 and 250000 um2
- Mux share: 0.03255
- First DRT Iteration DRCs: 4009
- Netlist cell types: approximately 94
kinds of logic after synthesis:
group                    count (synthesis)
AND-OR/OR-AND                         1054
XOR/XNOR                                91
adder cells (fa/ha/maj)               1956
buffers and inverters                 2062
multiplexers                           143
AND/OR/NAND/NOR                       1966
final cells by class:
type,count,area (um2),share of cell area
Multi-Input combinational cell,5210,53630,0.8100
Inverter,1679,6302,0.09520
Tap cell,2672,3343,0.05050
Timing Repair Buffer,356,2885,0.04358
Antenna cell,18,45.04,0.0006804
worst max-delay path by stage:
stage,to,slack [ps],cells past startpoint
after CTS,zero,6430,31
after global routing,zero,6070,31
final,zero,6170,31
synth_stat cells, drive strengths merged (21+ instances only):
cell type	instances	area [um2]
a21oi	287	1436
mux2	34	382.9
o21a	27	202.7
a31oi	41	256.5
xor2	35	306.5
o31ai	28	215.2
nand2b	25	156.4
buf	103	464.2
mux4	42	945.9
xnor2	56	490.5
fa	1473	29490
nand2	772	2898
inv	1657	6220
o21ai	217	1094
mux2i	67	670.6
nor4	38	250.2
a21o	59	442.9
clkinv	22	82.58
and3	31	193.9
nand3	76	380.4
nand4	49	306.5
o211ai	47	352.8
clkbuf	280	1051
or3	21	131.4
a211oi	57	432.9
nor2	786	2950
nor3	77	385.4
ha	483	6043
o22ai	39	244.0
o21bai	21	157.7
power groups by stage:
stage | combinational, W | clock, W | sequential [W]
CTS | 0.0410 | 0 | 0
global route | 0.0447 | 0 | 0
through the flow:
stage / worst slack (ps) / area, um2 / std cells
floorplan: 9332 / 61420 / 7272
global placement: 6425 / 66160 / 9917
detailed placement: 6495 / 66160 / 9917
CTS: 6433 / 66160 / 9917
global route: 6068 / 66160 / 9917
finish: 6167 / 66200 / 9935
per-layer routing:
| metal | vias up | GRT usage |
|---|---|---|
| met1 | 27340 | 0.3968 |
| met5 | - | 0.007929 |
| met3 | 705 | 0.1557 |
| met2 | 3145 | 0.4605 |
| li1 | 22610 | - |
| met4 | 38 | 0.1717 |
Power figures rest on the tool's default switching activity, not on a simulated workload.
